<file path="./config.mk">
export PLATFORM = sky130hd
export DESIGN_NAME = fir_sum_tree
export DESIGN_NICKNAME = fir_sum_tree
export VERILOG_FILES = /design/flow/design.v
export SDC_FILE = /design/flow/constraint.sdc
export NUM_CORES = 4
export LEC_CHECK = 1
export CORE_UTILIZATION = 40
</file>
<file path="./constraint.sdc">
current_design fir_sum_tree

set clk_period 14.9
set clk_io_pct 0.2

create_clock -name clk0 -period $clk_period

set non_clock_inputs [all_inputs -no_clocks]
set_input_delay [expr $clk_period * $clk_io_pct] -clock clk0 $non_clock_inputs
set_output_delay [expr $clk_period * $clk_io_pct] -clock clk0 [all_outputs]
</file>
<file path="./design.v">
module fir_sum_tree #(parameter WIDTH = 32, parameter TAPS = 8) (
    input wire signed [WIDTH*TAPS-1:0] data_in_flat,
    output wire signed [WIDTH+3:0] sum_out   
);
    wire signed [WIDTH-1:0] data_in [TAPS-1:0];
    wire signed [WIDTH+3:0] partial_sum [TAPS-1:0];   
    genvar i;
    generate
        for (i = 0; i < TAPS; i = i + 1) begin : unpack
            assign data_in[i] = data_in_flat[WIDTH*(i+1)-1 -: WIDTH];
        end
    endgenerate
    assign sum_out = 
        data_in[0] + data_in[1] + data_in[2] + data_in[3] +
        data_in[4] + data_in[5] + data_in[6] + data_in[7];
endmodule
</file>
<file path="./run.sh">
#!/bin/bash
# OpenROAD 26Q1-2900-gdf79404cd8, Yosys 0.63+post, stock flow scripts
make -C /OpenROAD-flow-scripts/flow DESIGN_CONFIG=/design/flow/config.mk WORK_HOME=/design/flow/orfs finish
</file>
==> ci_impl_report.md <==
### Flow metrics

| Metric | Value |
|---|---|
| Post-route ant nets | 0 |
| Hold Crit Depth | 4 |
| FP Rows | 48 |
| Via/cell ratio | 4.43 |
| Core area | 0.0175 mm² |
| MaxCap Viol Count | 0 |
| Most frequent logic cell in the layout | inv_1 |
| Drt initial violations | 194 |
| Fmax | 0.0866 GHz |
| Drt drc | 0 |
| Post-synth design cell area | 0.00726 mm² |
| Post-CTS setup buffer count | 0 |
| Crit path largest cell delay | 0.53 ns |
| WS Path Type | input pin to primary output |
| Minimum clock period | 11.55 ns |
| Antenna violations before repair | 2 |
| Synth Seq Share | 0% |
| Vias | 5858 |
| Most frequent cells in the layout | inv_1 (341), clkdlybuf4s50_1 (292), fa_1 (196), ha_1 (36), a21oi_1 (33) |
| Worst Max-Slew Pin Slew | 0.545 ns |
| Leak pwr | 5.21 nW |
| Synth Instances | 825 |
| Ports | 292 |
| Max FO, Critical Path | 3 |
| Cell Type Count | 53 |
| IO buf count | 292 |
| Drt first pass iters | 4 |
| Die W | 137 µm |
| Crit-path cells | clkdlybuf4s50_1 -> inv_1 -> fa_1 -> inv_1 -> fa_1 -> fa_1 -> inv_1 -> fa_1 -> inv_1 -> ha_1 -> inv_1 -> fa_1 -> nor2b_1 -> o211ai_1 -> a311oi_1 -> o311ai_1 -> a21oi_1 -> a31oi_1 -> xnor2_1 -> clkdlybuf4s50_1 |
| TNS Setup | 0 ns |
| Avg WL per Cell | 12.2 µm |
| Total gr overflow | 0 |
| Endpoint class of the critical path | primary output |
| ANT cells | 0 |
| Die ar. | 0.0187 mm² |
| Pwr Density | 272 mW/mm² |
| CTS Hold Bufs | 0 |
| Area Growth Syn to Fin | 42.7% |
| RSZ-0062 raised after global routing | no |
| RD Place Congestion | 0.881 |
| Vias in the first global route | 6078 |
| Clock buffer count | 0 |
| Pin count of the biggest net entering global routing | 11 |
| WP data required | 11.92 ns |
| YS warnings | 1 |
| Period utilization | 77.5% |
| Relative slew slack | 63.3% |
| Flop area | 0 µm² |
| Setup-failing EPs final | 0 |
| Status | finished, final reports clean |
| Log Warnings | 32 |
| Hold slack | 7.17 ns |
| HP Class | input pin to primary output |
| Die y size | 137 µm |
| Startpoint Class | input pin |
| Critical path's slowest cell | fa_1 |
| # Cells Yosys | 825 |
| Final hold vios | 0 |
| Final core utilization | 59.1% |
| Dpl hpwl | 15.7 mm |
| Resized Gates After CTS | 0 |
| WL final | 16.1 mm |
| CP arrival | 8.57 ns |
| Flops | 0 |
| YS chip area | 0.00726 mm² |
| Peak VDD IR | 400 µV |
| Gr usage total | 19.7% |
| First-pass GRT wire length | 27.5 mm |
| Synth Area per Inst | 8.80 µm² |
| Layout cells sized above 1 | 1.28% |
| Slew Limit Fails | 0 |
| Fp util | 41.4% |
==> worst max-delay path, delay by kind of cell <==
kind	cells	cell delay (ns)
xor gates and xnor gates	1	0.19
and+or+nand+nor	1	0.18
AOI/OAI and AO/OA	5	1.43
buffers and inverters	7	1.21
adders and majority gates	6	2.56
==> logic make-up (layout without fill, tap and decap cells) <==
logic type | Yosys count | after routing | share of synthesized area, %
mux | 1 | 1 | 0.155
simple gates | 90 | 90 | 6.31
compound gates | 113 | 113 | 10.8
fa+ha+maj | 232 | 232 | 60.2
xor+xnor | 29 | 29 | 3.50
buf+inv | 360 | 633 | 19.0
==> routing by layer <==
layer,part of all wire (%),vias to the layer above,track usage (%)
li1,-,2904,-
met1,40,2764,29.5
met2,51,182,33.2
met3,8.5,4,3.85
met4,0.019,4,0
met5,0.15,-,0
==> per-stage QoR <==
step / instance area [µm²] / setup slack, ns / total power [W] / instances
after floorplan: 7260 / 4.97 / 0.00164 / 825
after global placement: 10400 / 3.46 / 0.00286 / 1323
after detailed placement: 10400 / 3.47 / 0.00283 / 1323
after CTS: 10400 / 3.39 / 0.00287 / 1323
after global routing: 10400 / 3.05 / 0.00319 / 1323
final: 10400 / 3.35 / 0.00282 / 1323
==> synthesized netlist by cell type, drive strengths merged (2+ instances only) <==
cell type	number	share of area, %
inv	341	18
fa	196	54
ha	36	6.2
a21oi	34	2.4
nand2	25	1.3
nor2	22	1.2
o21ai	22	1.5
xnor2	21	2.5
a21o	14	1.4
buf	13	1.1
nand3	13	0.90
nand4	9	0.86
xor2	8	0.97
nor2b	7	0.60
clkbuf	6	0.31
a31oi	5	0.43
and3	5	0.43
o211ai	5	0.65
o21a	5	0.52
o21bai	5	0.52
a21boi	4	0.41
a211oi	3	0.38
o2111ai	3	0.36
o311ai	3	0.47
a311oi	2	0.24
nand2b	2	0.17
or2	2	0.17
==> final timing paths <==
| check | slack, ns | end | startpoint |
|---|---|---|---|
| hold / removal | 7.17 | sum_out[0] | data_in_flat[224] |
| setup / recovery | 3.35 | sum_out[34] | data_in_flat[98] |
==> report_power, final <==
part | switching [W] | internal [W] | total (W)
Combinational | 0.00132 | 0.00150 | 0.00282
Clock | 0 | 0 | 0
Sequential | 0 | 0 | 0
Total | 0.00132 | 0.00150 | 0.00282
==> final cells by class <==
cell class | count | area [µm²]
timing repair buffer | 292 | 2920
tap | 225 | 282
multi-input combinational | 465 | 5880
fill | 1576 | 7170
inverter | 341 | 1280
No activity file was given, so power comes from the tool's default toggle rates.
